$ cat run.sh
#!/bin/bash
# OpenROAD 26Q1-2900-gdf79404cd8, Yosys 0.63+post, stock flow scripts
make -C /OpenROAD-flow-scripts/flow DESIGN_CONFIG=/design/flow/config.mk WORK_HOME=/design/flow/orfs finish
$ cat config.mk
export PLATFORM = sky130hd
export DESIGN_NAME = fifo
export DESIGN_NICKNAME = fifo
export VERILOG_FILES = /design/flow/design.v
export SDC_FILE = /design/flow/constraint.sdc
export NUM_CORES = 4
export LEC_CHECK = 1
export CORE_UTILIZATION = 30
$ cat constraint.sdc
current_design fifo

set clk_period 21.1
set clk_io_pct 0.2

create_clock -name clk0 -period $clk_period [get_ports {clk}]

set non_clock_inputs [all_inputs -no_clocks]
set_input_delay [expr $clk_period * $clk_io_pct] -clock clk0 $non_clock_inputs
set_output_delay [expr $clk_period * $clk_io_pct] -clock clk0 [all_outputs]
$ cat design.v
module fifo(
            data_out, fifo_empty, fifo_full, data_out_valid, err, 
            data_in, data_in_valid, pop_fifo, clk, rst
            );
   parameter MAX = 4;           
   input [63:0] data_in;
   input        data_in_valid;
   input        pop_fifo;
   input        clk;
   input        rst;
   output [63:0] data_out;
   output        fifo_empty;
   output        fifo_full;
   output        data_out_valid;
   output        err;
   wire [63:0]   q [MAX-1:0];            
   wire [63:0]   q_next      [MAX-1:0];  
   wire [63:0]   q_pop_next  [MAX-1:0];  
   wire [63:0]   q_hold_next [MAX-1:0];  
   wire [63:0]   q_push_next [MAX-1:0];  
   wire [MAX:0]  size;           
   wire [MAX:0]  size_next;      
   wire          data_out_valid_next;  
   reg64 qrf0 (.in(q_next[0]), .rst(rst), .clk(clk), .out(q[0]));
   reg64 qrf1 (.in(q_next[1]), .rst(rst), .clk(clk), .out(q[1]));
   reg64 qrf2 (.in(q_next[2]), .rst(rst), .clk(clk), .out(q[2]));   
   reg64 qrf3 (.in(q_next[3]), .rst(rst), .clk(clk), .out(q[3]));
   dff rs0 (.q(size[0]), .d(size_next[0]), .clk(clk), .rst(rst));
   dff rs1 (.q(size[1]), .d(size_next[1]), .clk(clk), .rst(rst));
   dff rs2 (.q(size[2]), .d(size_next[2]), .clk(clk), .rst(rst));
   dff rs3 (.q(size[3]), .d(size_next[3]), .clk(clk), .rst(rst));
   dff rs4 (.q(size[4]), .d(size_next[4]), .clk(clk), .rst(rst));
   dff dov (.q(data_out_valid), .d(data_out_valid_next), .clk(clk), .rst(rst));
   assign fifo_empty = size[0];
   assign fifo_full  = size[MAX];
   assign data_out = size[0] ? q[0] :
                     size[1] ? q[1] :
                     size[2] ? q[2] :
                     size[3] ? q[3] :
                     q[3];
   assign size_next[MAX-1:0] = (size == 0) ? 
                               4'b1 :  
                               (data_in_valid ?
                                size << 1 :
                                (
                                 pop_fifo && !fifo_empty ?
                                 size[MAX:1] :  
                                 size[MAX-1:0]  
                                 )
                                );
   assign size_next[MAX] = (size == 0) ?
                           1'b0 :  
                           (data_in_valid ? 
                            (size[MAX] ?  
                             size[MAX] :  
                             size[MAX-1]) :
                            (pop_fifo && !fifo_empty ?
                             0 :  
                             size[MAX]  
                             )
                            );
   assign q_next[0] = data_in_valid && !fifo_full ? q_push_next[0] :  
                      q[0];                             
   assign q_next[1] = data_in_valid && !fifo_full ? q_push_next[1] :  
                      q[1];                             
   assign q_next[2] = data_in_valid && !fifo_full ? q_push_next[2] :  
                      q[2];                             
   assign q_next[3] = data_in_valid && !fifo_full ? q_push_next[3] :  
                      q[3];                             
   assign q_push_next[0] = data_in;  
   assign q_push_next[1] = q[0];     
   assign q_push_next[2] = q[1];     
   assign q_push_next[3] = q[2];     
   assign data_out_valid_next = ~size[0] && pop_fifo;
endmodule
module reg64(
             in, rst, clk,
             out
             );
   input [63:0] in;
   input        rst;
   input        clk;
   output [63:0] out;
   dff ff[63:0] (.q(out), .d(in), .clk(clk), .rst(rst));
endmodule  
module dff (q, d, clk, rst);
    output         q;
    input          d;
    input          clk;
    input          rst;
    reg            state;
    assign #(1) q = state;
    always @(posedge clk) begin
      state = rst? 0 : d;
    end
endmodule
==> notes.md <==
Physical implementation status

After Yosys synthesis, AND-OR and OR-AND compound gates account for ~15% of the synthesized area. The average footprint of a synthesized cell stands at a little under 8 um^2. The required time at the worst-slack endpoint stands at ~17,000 ps. The clock passes through at most 3 buffers.

Setup slack on the worst reg-to-reg path comes out at 18,160 ps. The transition time at the pin with the least slew margin stands at around 860 ps. The number of design rule violations left after detail routing stands at 0.

Of the total synthesized cell area, the portion taken by full adders, half adders and majority gates is 0%. Dividing the detail-routed wire length by the instance count gives between 10 and 15 um. The number of sinks driven by the clock tree stands at between 200 and 300.

The final critical-path share of the clock period stands at a little over a third. The deepest level of the CTS H-tree stands at 1. The launch point of the worst register-to-register path is recorded as rs4.state.

The worst vdd rail ir drop stands at ~65 uV. The upper clock frequency limit stands at between 100 and 150 MHz. The setup skew after layout stands at between 10 and 15 ps.

The proportion of layout cells with a drive suffix above 1 stands at 7.11%. The total negative slack stands at 0 ps. Ranking logic cells in the layout by count gives the top entries nand2_1, dfxtp_1, a21oi_1, clkdlybuf4s50_1, mux2i_1. The total of warnings raised by yosys stands at 3. After technology mapping, the gate count stands at between 1,000 and 1,500. After synthesis, the cell types taking the most area are dfxtp_1, nand2_1, a21oi_1.

The number of cells traversed by the worst hold path stands at 2. The number of register bits inferred by synthesis stands at around 260. The library cell used most frequently in the layout, excluding fill and tap cells, is nand2_1. The sequential cell area fraction in the yosys report stands at a little under half. The instance count on the critical path stands at 5. The critical path arrival stands at between 3000 and 4000 ps.

Setup repair after global routing left no endpoint under its margin. Yosys stat counts between 1,000 and 1,500 cells in the synthesized netlist. The number of CTS-inserted buffers stands at 29. The synthesized netlist occupies a cell area of approximately 11,000 um^2. The wire length of the first global-routing pass stands at 42.7 mm. The script logs the ratio of routed vias to standard cells as between 4 and 5. The die boundary width stands at between 150 and 200 um.

The HPWL after detailed placement is around 14 mm. For this run, the slowest stage of the critical path takes 680 ps. The worst setup path is captured at an output port. The chip area line of the yosys report stands at 11,100 um^2. The number of iterations in the first detailed-routing pass stands at 6. In this run the layout overhead on the synthesized area is reported as 21.8%. The flow ran to the end, and the final reports show no timing, DRC or antenna violations. Before placement the cells fill between 30% and 40% of the core.

The global route stage reports its total congestion overflow as 0. In this design, the largest share of critical-path delay is due to buffers and inverters. The standby leakage power stands at approximately 0.005 uW. The final timing report lists a hold violation count of 0. The congestion estimate from routability-driven global placement came to about 0.77.

The share of synthesized area spent on multiplexers stands at between 10% and 20%. According to the hold report, the worst path is of the reg -> reg type. For the worst min-delay path, the startpoint reported by OpenROAD is qrf3.ff[25].state.

The stage-log warning count stands at 28. Once iteration 0 of detailed routing completed, the report listed 427 DRC markers. The time the final worst path needs with I/O delays and setup stands at about 7300 ps.

The number of antenna violations at the first check in global routing is 1. The worst hold path terminates at qrf3.ff[25].state. At the later pin of the worst-skew pair, clock insertion delay measures about 540 ps. Yosys mapped the design onto 26 distinct sky130hd cell types. Together, buffers and inverters on the worst path number 3. On the critical path, the stage with the largest delay is an instance of buf_4. The areal power density over the cells stands at about 83 nW/um^2. The floorplan report gives the top-level pin count as about 140. Of the combinational cells, the family taking the most area is simple AND/OR/NAND/NOR gates. Entering global routing, the biggest net connects between 150 and 200 pins. The tree is rooted in a clkbuf_16.

Logic depth along the worst register-to-register path is recorded as 5. From the final report, the count of setup violators was given as 0. The share of the synthesized netlist area taken by xor and xnor gates stands at 0%.

The post-CTS clock slew at the launch and capture registers of the worst setup and hold paths stands at approximately 60 ps. Per the timing report, the biggest fanout along the worst path comes to 34. The number of antenna-violating nets in the routed design stands at 0.

The area of the chip stands at roughly 38,000 um^2. After clock tree synthesis, the setup repair step added 0 buffers. The worst slew slack as a fraction of its limit stands at between 40% and 50%. The quantity of hold-fixing buffers added after cts stands at 0. Summed over all instances, the cell type with the most area after synthesis is dfxtp_1. Per the run summary, max-cap violations total 0. In this run the critical register-to-register path is captured at qrf3.ff[49].state. The report lists the number of standard-cell rows as approximately 70. STA classifies the critical path startpoint as a flop. Per STA, the worst path is made up of inv_4 > buf_4 > mux2i_1 > o21ai_0 > clkdlybuf4s50_1. In this run, post-CTS repair resized a total of 0 instances.

The number of global-route vias before repair stands at about 8,600. In the final layout, the fill cell count is around 3,600. Per the synthesis report, the single largest cell type by area occupies a little under half of cell area. Summed over all routing layers, the global router reports a total usage of between 10 and 15%. The core region is approximately 37,000 um^2.

TritonCTS built the clock tree. For reference, the most critical setup path is categorized as reg -> out. Per the OpenROAD floorplan log, the height of the die is 194 um. The synthesized netlist devotes between 20% and 30% of its cell area to simple gates.

The count of input and output buffers stands at ~130. The detailed router reported a total wirelength of 25.9 mm. The final number of max-transition violations stands at 0. The final route contains 9,211 vias. The design draws about 1100 uW.
==> power breakdown <==
part	switching [uW]	total [uW]	internal [uW]
combinational	59.4	103	43.9
clock	193	492	299
sequential	17.2	527	510
==> final cells by class <==
| type | count | area [um^2] | area share (%) |
|---|---|---|---|
| Multi-Input combinational cell | 1046 | 5300 | 39.2 |
| Antenna cell | 1 | 2.50 | 0.0185 |
| Sequential cell | 262 | 5250 | 38.8 |
| Clock buffer | 45 | 856 | 6.33 |
| Inverter | 3 | 13.8 | 0.102 |
| Clock inverter | 4 | 70.1 | 0.518 |
| Tap cell | 468 | 586 | 4.33 |
| Timing Repair Buffer | 145 | 1440 | 10.6 |
==> worst max path at each step <==
stage         startpoint           end
CTS            rs1.state   data_out[1]
finish         rs1.state  data_out[61]
global route   rs1.state  data_out[61]
==> cell usage after synthesis <==
cell and instances:
nand2_1 577, dfxtp_1 262, a21oi_1 257, buf_2 65
mux2i_1 64, mux2_2 47, o21ai_0 46, clkbuf_1 40
o21ai_1 19, mux2_1 17, buf_4 8, a211oi_1 4
and3b_1 3, inv_1 3, a2111oi_2 2, buf_1 2
clkbuf_4 2, nand2b_1 2, a2111oi_1 1, and2b_1 1
conb_1 1, nor2_1 1, nor2_2 1, nor2b_1 1
o22ai_1 1, or4_1 1
==> per-stage QoR <==
| step | hold slack (ps) | std cells | area, um^2 | util, % | worst slack, ps |
|---|---|---|---|---|---|
| 2_1_floorplan | 432 | 1428 | 11100 | - | 15710 |
| 3_3_place_gp | 438 | 1924 | 12600 | 34.5 | 13700 |
| 3_5_place_dp | 446 | 1924 | 12600 | 34.5 | 13720 |
| 4_1_cts | 454 | 1973 | 13500 | 37.0 | 13690 |
| 5_1_grt | 469 | 1973 | 13500 | 37.0 | 13600 |
| 6_report | 450 | 1974 | 13500 | 37.0 | 13780 |
==> flip-flops by register name, summed over array words and instances (netlist names) <==
signal,flops
qrf1.ff.state,64
qrf2.ff.state,64
rs2.state,1
rs0.state,1
rs1.state,1
dov.state,1
rs3.state,1
qrf0.ff.state,64
rs4.state,1
qrf3.ff.state,64
==> cell families (layout without fill, tap and decap cells) <==
family                 count (synthesis)  count (layout)
AND/OR/NAND/NOR                      587             587
AND-OR/OR-AND                        330             330
flip-flops                           262             262
multiplexers                         128             128
buffers and inverters                120             197
other                                  1               2
==> per-layer routing <==
| metal | wire (um) | vias up | global-route usage, % |
|---|---|---|---|
| met5 | 0 | - | 0 |
| met3 | 785 | 35 | 1.68 |
| met4 | 667 | 0 | 3.26 |
| li1 | - | 4820 | - |
| met2 | 11500 | 116 | 21.6 |
| met1 | 12900 | 4240 | 20.7 |
==> worst register-to-register path, delay by kind of cell (launching register included) <==
kind | cells | cell delay, ps
compound gates | 1 | 160
flops | 1 | 460
simple gates | 2 | 900
buf+inv | 2 | 1360
Power is estimated from default activity; no workload was simulated.

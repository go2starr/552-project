[design/flow/constraint.sdc]
current_design ALU

set clk_period 8.8
set clk_io_pct 0.2

create_clock -name clk0 -period $clk_period

set non_clock_inputs [all_inputs -no_clocks]
set_input_delay [expr $clk_period * $clk_io_pct] -clock clk0 $non_clock_inputs
set_output_delay [expr $clk_period * $clk_io_pct] -clock clk0 [all_outputs]
[design/flow/design.v]
module ALU (
            A,                   
            B,                   
            Op,                  
            sign,                
            Out,                 
            OFL,                 
            Zero                 
            );
   input [15:0] A, B;
   input [4:0]  Op;
   input        sign;
   output reg [15:0] Out;
   output            OFL, Zero;
   parameter ADD   = 0;
   parameter SUB   = 1;
   parameter OR    = 2;
   parameter AND   = 3;
   parameter ROL   = 4;
   parameter SLL   = 5;
   parameter ROR   = 6;
   parameter SRA   = 7;
   parameter ST    = 8;
   parameter LD    = 9;
   parameter STU   = 10;
   parameter BTR   = 11;
   parameter SEQ   = 12;
   parameter SLT   = 13;
   parameter SLE   = 14;
   parameter SCO   = 15;
   parameter BEQZ  = 16;
   parameter BNEZ  = 17;
   parameter BLTZ  = 18;
   parameter LBI   = 19;
   parameter SLBI  = 20;
   parameter JINST = 21;
   parameter JAL   = 22;
   parameter JR    = 23;
   parameter JALR  = 24;
   parameter RET   = 25;
   parameter SIIC  = 26;
   parameter RTI   = 27;
   parameter NOP   = 28;
   parameter HALT  = 29;
   wire signed [15:0] opA;
   wire signed [15:0] opB;
   wire [15:0]        shifter_Out;
   reg [1:0]          shifter_op;
   wire [15:0]        add_Sum;
   wire               add_CO, add_P, add_G;
   wire [15:0]        btr_rd;              
   wire               OFL_signed, OFL_unsigned;
   shift16 shifter (opA, opB[3:0], shifter_op, shifter_Out); 
   add16   adder   (.A(opA),
                    .B(opB),
                    .CI(Cin),
                    .Sum(add_Sum), 
                    .CO(add_CO), 
                    .Ggroup(add_G),
                    .Pgroup(add_P));
   btr_calc btr(.Rs(opA), .Rd(btr_rd));
   wire               sub = (Op == SUB);
   assign opA = sub ? B     : A;
   assign opB = sub ? ~A    : B;
   assign Cin = sub ? 1'b1  : 1'b0;
   assign OFL_signed = ( opA[15] &  opB[15] & ~add_Sum[15]) |   
                       (~opA[15] & ~opB[15] &  add_Sum[15]);    
   assign OFL_unsigned = add_CO;
   assign OFL = sign ? OFL_signed : OFL_unsigned;
   assign Zero = (opA == 16'h0000) ? 1'b1 : 1'b0;		 
   always @ (Op, add_Sum, add_CO, shifter_Out, opA, opB, btr_rd) begin
      case (Op)
        ADD   : Out = add_Sum;
        SUB   : Out = add_Sum;
        ROR   : begin
	   shifter_op = 2'b10;
	   Out = shifter_Out;
	end	
        SRA   : begin
	   shifter_op = 2'b11;
	   Out = shifter_Out;
	end
	ROL   : begin
	   shifter_op = 2'b00;
	   Out = shifter_Out;
	end
	SLL   : begin
	   shifter_op = 2'b01;
	   Out = shifter_Out;
	end
	OR    : Out = opA | opB;
        AND   : Out = opA & opB;
	LD    : Out = add_Sum;
	ST    : Out = add_Sum; 
	STU   : Out = add_Sum;
	BTR   : Out = btr_rd;
	SEQ   : Out = (opA == opB) ? 16'h0001 : 16'h0000;
	SLT   : Out = opA < opB;
	SLE   : Out = opA <= opB;
	BLTZ  : Out = (opA[15]) ? 16'hFFFF : 16'h0000;	 
	SCO   : Out = add_CO;
	LBI   : Out = opB;
	SLBI  : Out = {opA[7:0], 8'b0} | opB;
	JR    : Out = add_Sum;
	JALR  : Out = add_Sum;
	RET   : Out = opB;		 
	SIIC  : Out = 16'b0; 	 
        RTI   : Out = 16'b0;		 
	NOP   : Out = 16'b0;		 
	HALT  : Out = 16'b0;		 
        default:
          Out = 16'hbada;
      endcase
   end
endmodule  
module add1(
            A,
            B,
            CI,
            Sum,
            P,
            G
            );
   input A, B, CI;
   output Sum, G, P;
   assign Sum = A ^ B ^ CI;
   assign G   = A & B;
   assign P   = A | B;
endmodule  
module add16(
            A,                   
            B,                   
            CI,                  
            Sum,                 
            CO,                  
            Ggroup,              
            Pgroup               
            );
   input [15:0] A, B;
   input       CI;
   output [15:0] Sum;
   output       CO, Ggroup, Pgroup;
   wire [3:0]   G, P;
   wire [4:1]   C;
   wire [3:0]   COX;              
   add4 a0 (A[3:0],   B[3:0],     CI, Sum[3:0],   COX[0], P[0], G[0]);
   add4 a1 (A[7:4],   B[7:4],   C[1], Sum[7:4],   COX[1], P[1], G[1]);
   add4 a2 (A[11:8],  B[11:8],  C[2], Sum[11:8],  COX[2], P[2], G[2]);
   add4 a3 (A[15:12], B[15:12], C[3], Sum[15:12], COX[3], P[3], G[3]);   
   cla_logic clo (CI, P, G, C, Ggroup, Pgroup);
   assign CO = C[4];
endmodule  
module add4(
            A,                   
            B,                   
            CI,                  
            Sum,                 
            CO,                  
            Pgroup,              
            Ggroup               
            );
   input [3:0] A, B;
   input       CI;
   output [3:0] Sum;
   output       CO, Ggroup, Pgroup;
   wire [3:0]   G, P;
   wire [4:1]   C;
   add1 a0(A[0], B[0],   CI, Sum[0], P[0], G[0]);
   add1 a1(A[1], B[1], C[1], Sum[1], P[1], G[1]);
   add1 a2(A[2], B[2], C[2], Sum[2], P[2], G[2]);
   add1 a3(A[3], B[3], C[3], Sum[3], P[3], G[3]);   
   cla_logic clo (CI, P, G, C, Ggroup, Pgroup);
   assign CO = C[4];
endmodule  
module cla_logic(
                 CI,
                 P,
                 G,
                 C,
                 Ggroup,
                 Pgroup);
   input CI;
   input [3:0] P, G;
   output [4:1] C;
   output       Ggroup, Pgroup;
   assign C[1] = G[0] | P[0] & CI;
   assign C[2] = G[1] | P[1] & C[1];
   assign C[3] = G[2] | P[2] & C[2];
   assign C[4] = G[3] | P[3] & C[3];
   assign Ggroup = G[3] | P[3]&G[2] | P[3]&P[2]&G[1] | P[3]&P[2]&P[1]&G[0];
   assign Pgroup = P[3]&P[2]&P[1]&P[0];
endmodule  
module btr_calc(Rs, Rd);
input[15:0] Rs;
output[15:0] Rd;
assign Rd[15] = Rs[0];
assign Rd[14] = Rs[1];
assign Rd[13] = Rs[2];
assign Rd[12] = Rs[3];
assign Rd[11] = Rs[4];
assign Rd[10] = Rs[5];
assign Rd[9] = Rs[6];
assign Rd[8] = Rs[7];
assign Rd[7] = Rs[8];
assign Rd[6] = Rs[9];
assign Rd[5] = Rs[10];
assign Rd[4] = Rs[11];
assign Rd[3] = Rs[12];
assign Rd[2] = Rs[13];
assign Rd[1] = Rs[14];
assign Rd[0] = Rs[15];
endmodule
module mux16_2_1(
                 in1,            
                 in2,            
                 s,              
                 out             
                 );
   input [15:0] in1, in2;
   input        s;
   output [15:0] out;
   assign out = s ? in2 : in1;
endmodule  
module shift1(
              in,                
              op,                
              out
              );
   input [15:0] in;
   input [1:0]  op;
   output reg [15:0] out;
   parameter OP_ROL = 0;             
   parameter OP_SLL = 1;             
   parameter OP_ROR = 2;             
   parameter OP_ASR = 3;             
   always @(*) begin
      case (op)
        OP_ROL: begin
           out[15:1] = in[14:0];
           out[0]    = in[15];
        end
        OP_SLL: begin
           out[15:1] = in[14:0];
           out[0]    = 0;
        end
        OP_ROR: begin
           out[14:0] = in[15:1];
           out[15]   = in[0];
        end
        OP_ASR: begin
           out[14:0] = in[15:1];
           out[15]   = in[15];
        end        
      endcase  
   end
endmodule  
module shift16(
               In,               
               Cnt,              
               Op,               
               Out               
               );
   input [15:0] In;
   input [3:0]  Cnt;
   input [1:0]  Op;
   output [15:0] Out;
   wire [15:0] l3, sl3,          
               l2, sl2,          
               l1, sl1,          
               l0, sl0;          
   shift8 s8 (l3, Op, sl3);
   shift4 s4 (l2, Op, sl2);
   shift2 s2 (l1, Op, sl1);
   shift1 s1 (l0, Op, sl0);
   assign l3 = In;
   mux16_2_1 m3 (l3, sl3, Cnt[3], l2);
   mux16_2_1 m2 (l2, sl2, Cnt[2], l1);
   mux16_2_1 m1 (l1, sl1, Cnt[1], l0);
   mux16_2_1 m0 (l0, sl0, Cnt[0], Out);   
endmodule  
module shift2(
              in,                
              op,                
              out
              );
   input [15:0] in;
   input [1:0]  op;
   output reg [15:0] out;
   parameter OP_ROL = 0;             
   parameter OP_SLL = 1;             
   parameter OP_ROR = 2;             
   parameter OP_ASR = 3;             
   always @(*) begin
      case (op)
        OP_ROL: begin
           out[15:2] = in[13:0];
           out[1:0]  = in[15:14];
        end
        OP_SLL: begin
           out[15:2] = in[13:0];
           out[1:0]  = 0;
        end
        OP_ROR: begin
           out[13:0]  = in[15:2];
           out[15:14] = in[1:0];
        end
        OP_ASR: begin
           out[13:0] = in[15:2];
           out[15]   = in[15];
           out[14]   = in[15];
        end        
      endcase  
   end
endmodule  
module shift4(
              in,                
              op,                
              out
              );
   input [15:0] in;
   input [1:0]  op;
   output reg [15:0] out;
   parameter OP_ROL = 0;             
   parameter OP_SLL = 1;             
   parameter OP_ROR = 2;             
   parameter OP_ASR = 3;             
   always @(*) begin
      case (op)
        OP_ROL: begin
           out[15:4] = in[11:0];
           out[3:0]  = in[15:12];
        end
        OP_SLL: begin
           out[15:4] = in[11:0];
           out[3:0]  = 0;
        end
        OP_ROR: begin
           out[11:0]  = in[15:4];
           out[15:12] = in[3:0];
        end
        OP_ASR: begin
           out[11:0] = in[15:4];
           out[15]   = in[15];
           out[14]   = in[15];
           out[13]   = in[15];
           out[12]   = in[15];
        end        
      endcase  
   end
endmodule  
module shift8(
              in,                
              op,                
              out
              );
   input [15:0] in;
   input [1:0]  op;
   output reg [15:0] out;
   parameter OP_ROL = 0;             
   parameter OP_SLL = 1;             
   parameter OP_ROR = 2;             
   parameter OP_ASR = 3;             
   always @(*) begin
      case (op)
        OP_ROL: begin
           out[15:8] = in[7:0];
           out[7:0]  = in[15:8];
        end
        OP_SLL: begin
           out[15:8] = in[7:0];
           out[7:0]  = 0;
        end
        OP_ROR: begin
           out[7:0]  = in[15:8];
           out[15:8] = in[7:0];
        end
        OP_ASR: begin
           out[7:0] = in[15:8];
           out[15]   = in[15];
           out[14]   = in[15];
           out[13]   = in[15];
           out[12]   = in[15];
           out[11]   = in[15];
           out[10]   = in[15];
           out[9]    = in[15];
           out[8]    = in[15];                                 
        end        
      endcase  
   end
endmodule  
[design/flow/run.sh]
#!/bin/bash
# OpenROAD 26Q1-2900-gdf79404cd8, Yosys 0.63+post, stock flow scripts
make -C /OpenROAD-flow-scripts/flow DESIGN_CONFIG=/design/flow/config.mk WORK_HOME=/design/flow/orfs finish
[design/flow/config.mk]
export PLATFORM = sky130hd
export DESIGN_NAME = ALU
export DESIGN_NICKNAME = ALU
export VERILOG_FILES = /design/flow/design.v
export SDC_FILE = /design/flow/constraint.sdc
export NUM_CORES = 4
export LEC_CHECK = 1
export CORE_UTILIZATION = 40
==> Changelog: implementation <==
### Metrics

* Status: completed
* Async SR Flop Fraction at 0%
* Antenna Nets Post-Route at 0
* HP Class: primary input to output port
* Max reg flops at 2
* Cell area leaders: ha_1, nand2_1, a21oi_1
* Per-cell routed wire length at 23.8 µm
* Die ar. at 13,000 µm²
* Comb area at 4580 µm²
* Fill count at 1,232
* Critical path arrival at 6820 ps
* Pins Over Slew Limit at 0
* Slew of the pin with the lowest slew margin at 910 ps
* Yosys Chip Area at 5030 µm²
* Biggest area consumer among synthesized cells: ha_1
* Main flop type: dlxtn_1
* Vias in the first global route at 6,300
* Core area at 12,100 µm²
* Register pins left without a clock at 2
* Residual DRC count at 0
* Final Cycle Share at 97.5%
* Gpl congestion at 1.07
* Top-Level Pins at 56
* Clock power frac at 0%
* Number of enable flip-flop cells at 0
* DP Area at 6000 µm²
* DIE HEIGHT at 114 µm
* First-pass GRT wire length at 37,300 µm
* Mapped Area at 5030 µm²
* Comb pwr share at 99.9%
* Rows at 40
* Most frequent logic cell in the layout: nand2_1
* Largest net degree at the start of global routing at 70
* Fp_density at 41.5%
* Power per Cell Area at 60.2 nW/µm²
* Internal Power at 154 µW
* # Max-Cap Violations at 0
* Endpoints failing hold at 0
* Switching fraction of total power at 57.9%
* Setup crit start: Op[3]
* WHS at 4580 ps
* Relative slew margins at 37.6%
* Drt pass-1 iters at 5
* Power Total at 366 µW
* Sequential share of power at 0.1%
* Crit path DRT at 7040 ps
* Grt ovf at 0
* Average size of a mapped cell at 6.33 µm²
* Total GRT Usage at 38.6%
* Worst hold start: sign
* Detailed-route via count at 6,708
* WL final at 24,300 µm
* Initial antenna violation count at 0
* CP endpoint kind: output port
* Ys flops at 2
* Port bufs at 56
* Post-CTS Hold Buffers at 0
* Psw at 212 µW
* Final setup vio count at 0
* Worst setup SP type: primary input
* Setup TNS Final at 0 ps
* VDD IR max at 32.3 µV
* Post-Layout Cell Count at 1,021
* Cells after Synth at 794
* DR vias/cell at 6.57
* Yosys cell count at 794
* Layout area overhead at 21.1%
* CP Class: primary input to output port
* Sequential Area at 31.3 µm²
* Worst Path Max Fanout at 11
* DP Cell Count at 1,019
* N_diodes at 0
* Fraction of layout cells with a size suffix above 1 at 11.7%
* Endpoints left unconstrained at 2
* Tool warning count at 60
* Final min period at 8580 ps
* Max-area cell share at 10.9%
* Max Freq at 117 MHz
* Synth cell types at 86
* Chip width at 114 µm
* Syn. warnings at 7
* Leakage power at 2.59 nW
* Most numerous logic cells after layout: nand2_1, a21oi_1, nor2_1
* DP HPWL at 19,300 µm
* DRT iter0 DRCs at 839
* Non-Filler Cell Area, Final at 6090 µm²
-- logic make-up (layout without fill, tap and decap cells) --
logic type               count (synthesis)  after routing  share of synthesized area, %
buffers and inverters                  119            178                          9.68
adder cells (fa/ha/maj)                 53             53                          14.5
AND-OR/OR-AND                          298            298                          41.5
AND/OR/NAND/NOR                        294            294                          28.3
XOR/XNOR                                 9              9                          1.57
multiplexers                            19             19                          3.86
latches                                  2              2                         0.597
-- through the flow --
| step | worst slack (ps) | utilization (%) |
|---|---|---|
| 2_1_floorplan | 369 | - |
| 3_3_place_gp | 106 | 49.5 |
| 3_5_place_dp | 0.848 | 49.5 |
| 4_1_cts | 46.9 | 49.6 |
| 5_1_grt | -15.0 | 50.3 |
| 6_report | 221 | 50.3 |
-- final timing paths --
kind  cells past startpoint       to  slack [ps]
max                      25  Out[11]         220
min                       3      OFL        4580
-- routing by layer --
layer  wire, µm  GRT usage [%]
met1       9780           51.3
met2      11100           61.4
met4       1400           19.1
met5          0              0
met3       2090           5.61
-- what timing repair did --
action	4_1_cts	5_1_grt
pin swaps	0	10
gates cloned	0	0
setup endpoints to repair	1	7
resized	1	18
setup buffers	0	2
hold endpoints to repair	0	0
-- power groups by stage --
stage	Sequential, mW	Clock (mW)	Combinational (mW)
6_report	0.000546	0	0.366
4_1_cts	0.000550	0	0.353
5_1_grt	0.000580	0	0.395
-- synthesized netlist by cell type (4+ instances only) --
master	count
nand4_1	7
inv_1	58
o311ai_0	6
or3_1	4
o22ai_1	5
nor3_1	19
a211oi_1	21
a311o_1	6
a221oi_1	8
and3_1	5
xor2_1	7
o221ai_1	11
a211o_1	10
nand2_1	100
buf_2	20
a221o_1	4
nand2b_1	10
buf_1	6
a31oi_1	8
o221a_2	4
nand3_1	27
a2bb2oi_1	5
and2_1	13
o21ai_0	54
nor2b_1	5
ha_1	44
or4_1	5
a21o_1	6
o21ai_1	4
o211ai_1	14
o31ai_1	12
a21oi_1	69
clkbuf_1	32
nor2_1	68
fa_1	9
nor4_1	9
mux2i_1	16
-- final cells by class --
type	instances	area share (%)
Inverter	59	3.64
Multi-Input combinational cell	673	75.3
Sequential cell	2	0.514
Tap cell	168	3.45
Timing Repair Buffer	119	17.1
-- critical path: stages --
cell and delay [ps]:
clkdlybuf4s50_1 410, buf_4 170, nor3_4 210, nand2_4 100, buf_6 160, nor2_1 90
a21o_1 110, inv_1 60, ha_1 210, o21bai_1 230, a21boi_1 120, o311ai_1 300
buf_4 180, a21oi_1 60, o41a_1 460, fa_2 400, inv_2 60, fa_1 160
inv_1 50, fa_1 400, xor2_1 170, o221ai_1 150, nor2_2 240, nand3_1 120
clkdlybuf4s50_1 420
Power and IR drop assume default switching activity.

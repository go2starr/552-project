===== ./design.v =====
module add1(
            A,
            B,
            CI,
            Sum,
            P,
            G
            );
   input A, B, CI;
   output Sum, G, P;
   assign Sum = A ^ B ^ CI;
   assign G   = A & B;
   assign P   = A | B;
endmodule  
module add16(
            A,                   
            B,                   
            CI,                  
            Sum,                 
            CO,                  
            Ggroup,              
            Pgroup               
            );
   input [15:0] A, B;
   input       CI;
   output [15:0] Sum;
   output       CO, Ggroup, Pgroup;
   wire [3:0]   G, P;
   wire [4:1]   C;
   wire [3:0]   COX;              
   add4 a0 (A[3:0],   B[3:0],     CI, Sum[3:0],   COX[0], P[0], G[0]);
   add4 a1 (A[7:4],   B[7:4],   C[1], Sum[7:4],   COX[1], P[1], G[1]);
   add4 a2 (A[11:8],  B[11:8],  C[2], Sum[11:8],  COX[2], P[2], G[2]);
   add4 a3 (A[15:12], B[15:12], C[3], Sum[15:12], COX[3], P[3], G[3]);   
   cla_logic clo (CI, P, G, C, Ggroup, Pgroup);
   assign CO = C[4];
endmodule  
module add4(
            A,                   
            B,                   
            CI,                  
            Sum,                 
            CO,                  
            Pgroup,              
            Ggroup               
            );
   input [3:0] A, B;
   input       CI;
   output [3:0] Sum;
   output       CO, Ggroup, Pgroup;
   wire [3:0]   G, P;
   wire [4:1]   C;
   add1 a0(A[0], B[0],   CI, Sum[0], P[0], G[0]);
   add1 a1(A[1], B[1], C[1], Sum[1], P[1], G[1]);
   add1 a2(A[2], B[2], C[2], Sum[2], P[2], G[2]);
   add1 a3(A[3], B[3], C[3], Sum[3], P[3], G[3]);   
   cla_logic clo (CI, P, G, C, Ggroup, Pgroup);
   assign CO = C[4];
endmodule  
module cla_logic(
                 CI,
                 P,
                 G,
                 C,
                 Ggroup,
                 Pgroup);
   input CI;
   input [3:0] P, G;
   output [4:1] C;
   output       Ggroup, Pgroup;
   assign C[1] = G[0] | P[0] & CI;
   assign C[2] = G[1] | P[1] & C[1];
   assign C[3] = G[2] | P[2] & C[2];
   assign C[4] = G[3] | P[3] & C[3];
   assign Ggroup = G[3] | P[3]&G[2] | P[3]&P[2]&G[1] | P[3]&P[2]&P[1]&G[0];
   assign Pgroup = P[3]&P[2]&P[1]&P[0];
endmodule  
module brj_addr_calc (instr, next_pc, dest_addr);
   input [15:0] instr;
   input [15:0] next_pc;
   output [15:0] dest_addr;
   wire [4:0]    op;
   wire          co, G, P;
   reg [15:0]    sextVal;
   assign op = instr[15:11];
   add16 add (.A(sextVal), .B(next_pc), .CI(1'b0), .Sum(dest_addr), .CO(co), .Ggroup(G), .Pgroup (P));
   always @ (*) begin
      case (op)
	5'b01100 : begin   
	   sextVal = {{8{instr[7]}}, instr[7:0]};		
	end
	5'b01101 : begin   
	   sextVal = {{8{instr[7]}}, instr[7:0]}; 
	end
	5'b01111 : begin	 
	   sextVal = {{8{instr[7]}}, instr[7:0]};
	end
	5'b00100 : begin	 
	   sextVal = {{5{instr[10]}}, instr[10:0]};
	end
	5'b00110 : begin   
	   sextVal = {{5{instr[10]}}, instr[10:0]};
	end
	default :  begin
	   sextVal = 16'b0;
	end			
      endcase
   end
endmodule

===== ./run.sh =====
#!/bin/bash
# OpenROAD 26Q1-2900-gdf79404cd8, Yosys 0.63+post, stock flow scripts
make -C /OpenROAD-flow-scripts/flow DESIGN_CONFIG=/design/flow/config.mk WORK_HOME=/design/flow/orfs finish

===== ./config.mk =====
export PLATFORM = sky130hd
export DESIGN_NAME = brj_addr_calc
export DESIGN_NICKNAME = brj_addr_calc
export VERILOG_FILES = /design/flow/design.v
export SDC_FILE = /design/flow/constraint.sdc
export NUM_CORES = 4
export LEC_CHECK = 1
export CORE_AREA = 10 10 86 86
export DIE_AREA = 0 0 96 96

===== ./constraint.sdc =====
current_design brj_addr_calc

set clk_period 6.2
set clk_io_pct 0.2

create_clock -name clk0 -period $clk_period

set non_clock_inputs [all_inputs -no_clocks]
set_input_delay [expr $clk_period * $clk_io_pct] -clock clk0 $non_clock_inputs
set_output_delay [expr $clk_period * $clk_io_pct] -clock clk0 [all_outputs]

==> results_slide.txt <==
Synthesis and Place & Route Summary

STA
  – Crit path setup slack, layout: 0.1708 ns
  – F_max: 165.9 MHz
  – Final hold vios: 0
  – Fin crit share: 0.9724
  – Slew Limit Headroom: 0.8268
  – Final slew viol count: 0
  – Final Critical Period: 6.029 ns
  – Worst slew pin tran: 0.2598 ns
  – Final Setup Violations: 0

Layout
  – Synth-to-layout area growth: 50.06%
  – Most numerous logic cell after layout: clkdlybuf4s50_1
  – Flop Count: 0
  – Fillers: 598
  – Most frequent cells in the layout: 46 x clkdlybuf4s50_1, 26 x inv_1, 23 x ha_1
  – Register area: 0 um2
  – Clock buffer cells: 0
  – Layout cells sized above 1: 0.1043
  – Final core utilization: 0.2864
  – Non-filler cells, final: 235
  – Final Instance Area: 1587 um2

Power and ir drop
  – Sw Share: 0.3505
  – Total power draw: 0.00008458 W
  – Power per cell area: 53.31 nW/um2
  – VDD IR max: 0.00001319 V
  – Combinational share of power: 1.000
  – Sequential share of power: 0
  – Clock network power share: 0
  – Int Pwr: 0.00005494 W
  – LEAKAGE: 0.7572 nW
  – NetSw: 0.00002964 W

Logic synthesis
  – Yosys Chip Area: 1057 um2
  – Distinct lib cells: 26
  – Syn Std Cell Area: 1057 um2
  – Ys cells: 128
  – Synthesized netlist cell count: 128
  – YS warnings: 1
  – Mean Syn Cell Area: 8.260 um2
  – Synth Seq Share: 0

Run status
  – Outcome: finished, final reports clean

Detailed routing
  – ANT nets after route: 0
  – DR WL/cell: 10.64 um
  – Inserted Diodes: 0
  – Via count: 806
  – Final WL: 2501 um
  – Vias per Instance: 3.430
  – Drt first pass iters: 3
  – Drt drc: 0
  – DRT iter0 DRCs: 19

Worst setup path
  – Cell Chain, Critical Path: clkdlybuf4s50_1, nand2b_4, a21oi_4, nor2_4, buf_4, and2_1, ha_1, a21oi_2, a31o_1, a21oi_2, fa_1, fa_1, inv_1, fa_1, xnor2_2, xnor2_2, clkdlybuf4s50_1
  – Req. time, crit path: 4.96 ns
  – WP buf/inv: 4
  – CP most frequent cell: fa_1
  – Endpoint class of the critical path: output pin
  – CP arrival: 4.79 ns
  – CP max FO: 6
  – Slowest CP cell: clkdlybuf4s50_1
  – Cell family with most CP delay: buffers and inverters
  – Worst path max stage delay: 0.50 ns
  – Crit start category: input pin
  – Critical path type: input pin to output pin

Place
  – Port Buffers: 48
  – Final HPWL DP: 2299 um
  – Placed cell area: 1511 um2
  – Setup slack after placement: -0.03948 ns
  – Placed Instances: 233
  – Routability cong.: 0.7751

GRT
  – Vias in the first global route: 889
  – Met3 Use GR: 0.01572
  – All-Layer GR Usage: 0.05492
  – Antenna violations before repair: 0
  – Largest net degree at the start of global routing: 7
  – GRT busiest layer: met2
  – GR Layer Usage met1: 0.06472
  – GRT Residual Overflow: 0
  – First-pass GRT wire length: 4133 um
  – Met2 Track Usage GR: 0.1020

Run
  – Max cap viols: 0
  – Tool warnings: 51

Die
  – Total I/O pin count: 48
  – Die y size: 96 um
  – Fp util: 0.1908
  – CORE AREA: 5540 um2
  – Die footprint: 9216 um2
  – Die Span X: 96 um
  – Site Rows: 27

Min path
  – Hold Crit Class: input pin to output pin

CTS
  – Post-cts hold buffer count: 0
tightest hold or removal path, stage by stage:
cell             delay (ns)
clkdlybuf4s50_1        0.46
ha_1                   0.13
clkdlybuf4s50_1        0.46
cell type report:
class	count	area, um2	area share
tap	72	90.09	0.05678
timing repair buffer	51	508.0	0.3202
multi-input combinational	86	890.9	0.5615
inverter	26	97.59	0.06151
Yosys cell counts, types with 2 or more instances:
cell type,number,area [um2]
ha_1,23,287.8
and2_1,8,50.05
nor3_1,2,10.01
buf_4,16,120.1
xnor2_1,2,17.52
a21o_1,3,22.52
inv_1,26,97.59
nor2_1,4,15.01
nand2_1,11,41.29
xor2_1,2,17.52
nand2b_1,4,25.02
fa_1,11,220.2
a21oi_1,3,15.01
through the flow:
| stage | TNS, ns | hold slack, ns |
|---|---|---|
| after global routing | -0.004984 | 3.561 |
| after global placement | -0.005728 | 3.533 |
| after detailed placement | -0.03948 | 3.539 |
| final | 0 | 3.530 |
| after CTS | 0 | 3.539 |
| after floorplan | 0 | 2.662 |
path summary, 6_finish.rpt:
check / to / cells past startpoint / slack [ns] / from
hold / removal: dest_addr[0] / 3 / 3.53 / next_pc[0]
setup / recovery: dest_addr[15] / 17 / 0.17 / instr[12]
repair_timing:
action / CTS / global route
pin swaps: 1 / 4
gates cloned: 1 / 0
gates resized: 1 / 12
buffers inserted: 1 / 0
endpoints found under the hold margin: 0 / 0
endpoints found under the setup margin: 1 / 5
power groups by stage:
stage     sequential (W)  clock, W  combinational [W]
6_report               0         0          0.0000846
5_1_grt                0         0          0.0000950
4_1_cts                0         0          0.0000838
routing by layer:
| metal | vias up | routed length, um | part of all wire |
|---|---|---|---|
| li1 | 438 | - | - |
| met1 | 350 | 999 | 0.40 |
| met2 | 18 | 1299 | 0.52 |
| met3 | 0 | 202 | 0.081 |
| met4 | 0 | 0 | 0 |
| met5 | - | 0 | 0 |
cell families after synthesis:
logic type	after synthesis	share of synthesized area
AND-OR/OR-AND	11	0.07455
XOR/XNOR	5	0.04853
adder cells (fa/ha/maj)	34	0.4805
AND/OR/NAND/NOR	35	0.1799
buffers and inverters	43	0.2166
No activity file was given, so power comes from the tool's default toggle rates.
